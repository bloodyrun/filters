===== flow/config.mk =====
export PLATFORM = sky130hd
export DESIGN_NAME = median_filter
export DESIGN_NICKNAME = median_filter
export VERILOG_FILES = /design/flow/design.v
export SDC_FILE = /design/flow/constraint.sdc
export NUM_CORES = 4
export LEC_CHECK = 1
export CORE_UTILIZATION = 30

===== flow/constraint.sdc =====
current_design median_filter

set clk_period 20.7
set clk_io_pct 0.2

create_clock -name clk0 -period $clk_period [get_ports {clk}]

set non_clock_inputs [all_inputs -no_clocks]
set_input_delay [expr $clk_period * $clk_io_pct] -clock clk0 $non_clock_inputs
set_output_delay [expr $clk_period * $clk_io_pct] -clock clk0 [all_outputs]

===== flow/design.v =====
module median_filter #(
  parameter WIDTH = 8,
  parameter P_WIN = 5
) (
  input  logic [WIDTH*P_WIN*P_WIN-1:0]  filter_win_in,
  input  logic                          filter_in_vld,
  output logic                          filter_in_rdy,
  output logic [WIDTH-1:0]              filter_data_out,
  output logic                          filter_out_vld,
  input  logic                          filter_out_rdy,
  input  logic [5:0]                    r_mf_threshold,
  input  logic clk,
  input  logic rst_n
);
genvar i,j;
wire  filter_act = filter_in_vld && filter_in_rdy;
logic   [WIDTH*P_WIN*P_WIN-1:0] filter_win_reg;
always@(posedge clk or negedge rst_n)
begin
    if(~rst_n)begin
      filter_win_reg   <= 'd0;
    end else if(filter_act) begin
      filter_win_reg   <= filter_win_in;
    end
end
logic   [WIDTH-1:0]  P00 ;
logic   [WIDTH-1:0]  P01 ;
logic   [WIDTH-1:0]  P02 ;
logic   [WIDTH-1:0]  P03 ;
logic   [WIDTH-1:0]  P04 ;
logic   [WIDTH-1:0]  P10 ;
logic   [WIDTH-1:0]  P11 ;
logic   [WIDTH-1:0]  P12 ;
logic   [WIDTH-1:0]  P13 ;
logic   [WIDTH-1:0]  P14 ;
logic   [WIDTH-1:0]  P20 ;
logic   [WIDTH-1:0]  P21 ;
logic   [WIDTH-1:0]  P22 ;
logic   [WIDTH-1:0]  P23 ;
logic   [WIDTH-1:0]  P24 ;
logic   [WIDTH-1:0]  P30 ;
logic   [WIDTH-1:0]  P31 ;
logic   [WIDTH-1:0]  P32 ;
logic   [WIDTH-1:0]  P33 ;
logic   [WIDTH-1:0]  P34 ;
logic   [WIDTH-1:0]  P40 ;
logic   [WIDTH-1:0]  P41 ;
logic   [WIDTH-1:0]  P42 ;
logic   [WIDTH-1:0]  P43 ;
logic   [WIDTH-1:0]  P44 ;
assign  P00 = filter_win_reg[0*P_WIN*WIDTH+0*WIDTH+:WIDTH];
assign  P01 = filter_win_reg[0*P_WIN*WIDTH+1*WIDTH+:WIDTH];
assign  P02 = filter_win_reg[0*P_WIN*WIDTH+2*WIDTH+:WIDTH];
assign  P03 = filter_win_reg[0*P_WIN*WIDTH+3*WIDTH+:WIDTH];
assign  P04 = filter_win_reg[0*P_WIN*WIDTH+4*WIDTH+:WIDTH];
assign  P10 = filter_win_reg[1*P_WIN*WIDTH+0*WIDTH+:WIDTH];
assign  P11 = filter_win_reg[1*P_WIN*WIDTH+1*WIDTH+:WIDTH];
assign  P12 = filter_win_reg[1*P_WIN*WIDTH+2*WIDTH+:WIDTH];
assign  P13 = filter_win_reg[1*P_WIN*WIDTH+3*WIDTH+:WIDTH];
assign  P14 = filter_win_reg[1*P_WIN*WIDTH+4*WIDTH+:WIDTH];
assign  P20 = filter_win_reg[2*P_WIN*WIDTH+0*WIDTH+:WIDTH];
assign  P21 = filter_win_reg[2*P_WIN*WIDTH+1*WIDTH+:WIDTH];
assign  P22 = filter_win_reg[2*P_WIN*WIDTH+2*WIDTH+:WIDTH];
assign  P23 = filter_win_reg[2*P_WIN*WIDTH+3*WIDTH+:WIDTH];
assign  P24 = filter_win_reg[2*P_WIN*WIDTH+4*WIDTH+:WIDTH];
assign  P30 = filter_win_reg[3*P_WIN*WIDTH+0*WIDTH+:WIDTH];
assign  P31 = filter_win_reg[3*P_WIN*WIDTH+1*WIDTH+:WIDTH];
assign  P32 = filter_win_reg[3*P_WIN*WIDTH+2*WIDTH+:WIDTH];
assign  P33 = filter_win_reg[3*P_WIN*WIDTH+3*WIDTH+:WIDTH];
assign  P34 = filter_win_reg[3*P_WIN*WIDTH+4*WIDTH+:WIDTH];
assign  P40 = filter_win_reg[4*P_WIN*WIDTH+0*WIDTH+:WIDTH];
assign  P41 = filter_win_reg[4*P_WIN*WIDTH+1*WIDTH+:WIDTH];
assign  P42 = filter_win_reg[4*P_WIN*WIDTH+2*WIDTH+:WIDTH];
assign  P43 = filter_win_reg[4*P_WIN*WIDTH+3*WIDTH+:WIDTH];
assign  P44 = filter_win_reg[4*P_WIN*WIDTH+4*WIDTH+:WIDTH];
logic   [24:0]  bit7, bit6, bit5, bit4, bit3, bit2, bit1, bit0;
always@*
begin
    for(int k=0; k<25; k++) begin
        bit7[k] = filter_win_reg[(k*WIDTH+7)+:1];
        bit6[k] = filter_win_reg[(k*WIDTH+6)+:1];
        bit5[k] = filter_win_reg[(k*WIDTH+5)+:1];
        bit4[k] = filter_win_reg[(k*WIDTH+4)+:1];
        bit3[k] = filter_win_reg[(k*WIDTH+3)+:1];
        bit2[k] = filter_win_reg[(k*WIDTH+2)+:1];
        bit1[k] = filter_win_reg[(k*WIDTH+1)+:1];
        bit0[k] = filter_win_reg[(k*WIDTH+0)+:1];
    end
end
enum logic [1:0] {IDLE=2'd0,ACT=2'd1} mf_cs, mf_ns;
logic   pe_clr, latch_last, latch_last_d1, bv_enable;
logic   [2:0] bit_cnt, bit_cnt_nxt, bit_cnt_d1;
always@(posedge clk or negedge rst_n)
begin
    if(~rst_n)begin
        mf_cs   <= IDLE;
        bit_cnt <= 3'd0;
    end else begin
        mf_cs   <= mf_ns;
        bit_cnt <= bit_cnt_nxt;
    end
end
always_comb
begin
    mf_ns = mf_cs;
    pe_clr = 1'b0;
    bit_cnt_nxt = 3'd0;
    latch_last = 1'b0;
    filter_in_rdy = 1'b0;
    bv_enable = 1'b0;
    case(mf_cs)
    IDLE: begin
    filter_in_rdy = filter_out_rdy;
       if(filter_in_vld) begin
           pe_clr = 1'b1;
           mf_ns = ACT;
           bit_cnt_nxt = 3'd7;
       end
    end
    ACT: begin
    bv_enable = 1'b1;
        if(bit_cnt!=3'd0) begin
            bit_cnt_nxt = bit_cnt - 1'b1;
        end else begin
            mf_ns = IDLE;
            filter_in_rdy = 1'b0;
            latch_last = 1'b1;
        end
    end
    default: mf_ns = IDLE;
    endcase
end
logic [24:0] bit_select_array, bit_pe_out;
assign bit_select_array[ 0] = P00[bit_cnt];
assign bit_select_array[ 1] = P01[bit_cnt];
assign bit_select_array[ 2] = P02[bit_cnt];
assign bit_select_array[ 3] = P03[bit_cnt];
assign bit_select_array[ 4] = P04[bit_cnt];
assign bit_select_array[ 5] = P10[bit_cnt];
assign bit_select_array[ 6] = P11[bit_cnt];
assign bit_select_array[ 7] = P12[bit_cnt];
assign bit_select_array[ 8] = P13[bit_cnt];
assign bit_select_array[ 9] = P14[bit_cnt];
assign bit_select_array[10] = P20[bit_cnt];
assign bit_select_array[11] = P21[bit_cnt];
assign bit_select_array[12] = P22[bit_cnt];
assign bit_select_array[13] = P23[bit_cnt];
assign bit_select_array[14] = P24[bit_cnt];
assign bit_select_array[15] = P30[bit_cnt];
assign bit_select_array[16] = P31[bit_cnt];
assign bit_select_array[17] = P32[bit_cnt];
assign bit_select_array[18] = P33[bit_cnt];
assign bit_select_array[19] = P34[bit_cnt];
assign bit_select_array[20] = P40[bit_cnt];
assign bit_select_array[21] = P41[bit_cnt];
assign bit_select_array[22] = P42[bit_cnt];
assign bit_select_array[23] = P43[bit_cnt];
assign bit_select_array[24] = P44[bit_cnt];
logic   bit_fbbk;
generate
    for(i=0; i<25; i++) begin : gen_median_bv_pe
        median_bv_pe u_median_bv_pe_px(
          .bit_in(bit_select_array[i]),
          .bit_fbbk(bit_fbbk),
          .bit_out(bit_pe_out[i]),
          .bit_clr(pe_clr),
          .clk,
          .rst_n
        );
    end
endgenerate
wire   [5:0]   bit_threshold = r_mf_threshold;  
median_bv_acc u_median_bv_acc(
  .bits_in(bit_pe_out),
  .bit_out(bit_fbbk),
  .bit_clr(pe_clr),
  .bit_threshold(bit_threshold),
  .clk,
  .rst_n
);
logic [WIDTH-1:0] median_binary, median_binary_nxt;
always_comb
begin
    median_binary_nxt = median_binary;
    if(bv_enable) begin
        case(bit_cnt[2:0])
        3'd7: median_binary_nxt = {median_binary[6:0],bit_fbbk};
        3'd6: median_binary_nxt = {median_binary[6:0],bit_fbbk};
        3'd5: median_binary_nxt = {median_binary[6:0],bit_fbbk};
        3'd4: median_binary_nxt = {median_binary[6:0],bit_fbbk};
        3'd3: median_binary_nxt = {median_binary[6:0],bit_fbbk};
        3'd2: median_binary_nxt = {median_binary[6:0],bit_fbbk};
        3'd1: median_binary_nxt = {median_binary[6:0],bit_fbbk};
        3'd0: median_binary_nxt = {median_binary[6:0],bit_fbbk};
        default: median_binary_nxt = median_binary;
        endcase
    end else begin
        median_binary_nxt = median_binary;
    end
end
always@(posedge clk or negedge rst_n)
begin
    if(~rst_n)begin
        bit_cnt_d1 <= 3'd0;
        latch_last_d1 <= 1'b0;
    end else begin
        bit_cnt_d1 <= bit_cnt;
        latch_last_d1 <= latch_last;
    end
end
always@(posedge clk or negedge rst_n)
begin
    if(~rst_n)begin
        median_binary <= 'd0;
    end else if(pe_clr) begin
        median_binary <= 'd0;        
    end else if( bv_enable ) begin
        median_binary <= median_binary_nxt;
    end
end
always@(posedge clk or negedge rst_n)
begin
    if(~rst_n)begin
        filter_data_out <= 'd0;
    end else if(latch_last) begin
        filter_data_out <= median_binary_nxt;
    end
end
always@(posedge clk or negedge rst_n)
begin
    if(~rst_n)begin
        filter_out_vld <= 'd0;
    end else if(filter_out_vld & filter_out_rdy) begin
        filter_out_vld <= 1'b0;
    end else if(latch_last) begin
        filter_out_vld <= 1'b1;
    end
end
endmodule
module median_bv_pe(
  input  logic bit_in,
  input  logic bit_fbbk,
  output logic bit_out,
  input  logic bit_clr,
  input  logic clk,
  input  logic rst_n
);
logic   bit_hold, bit_elim;  
logic   st_elim;
always@(posedge clk or negedge rst_n)
    if(~rst_n) begin
        st_elim <= 1'b0;
    end else if(bit_clr) begin
        st_elim <= 1'b0;
    end else if( bit_fbbk!=bit_out && st_elim==0 ) begin
        st_elim <= 1'b1;
    end
always@(posedge clk or negedge rst_n)
    if(~rst_n) begin
        bit_elim <= 1'b0;
    end else if(bit_clr) begin
        bit_elim <= 1'b0;
    end else if( bit_fbbk!=bit_out && st_elim==0 ) begin
        bit_elim <= bit_in;
    end
assign  bit_out = (st_elim & ~bit_clr) ? bit_elim : bit_in ;
endmodule
module median_bv_acc#(
  parameter WIDTH = 8,
  parameter P_WIN = 5
) (
  input  logic  [P_WIN*P_WIN-1:0]   bits_in,
  output logic                      bit_out,
  input logic                       bit_clr,
  input logic   [5:0]               bit_threshold,
  input logic clk,
  input logic rst_n
);
logic [5:0] bit_acc;
assign  bit_acc = $countones(bits_in);
always_comb
begin
    if(bit_acc > bit_threshold)
        bit_out = 1'b1;
    else
        bit_out = 1'b0;
end
endmodule

===== flow/run.sh =====
#!/bin/bash
# OpenROAD 26Q1-2900-gdf79404cd8, Yosys 0.63+post, stock flow scripts
make -C /OpenROAD-flow-scripts/flow DESIGN_CONFIG=/design/flow/config.mk WORK_HOME=/design/flow/orfs finish

==> run_summary.xml <==
<?xml version="1.0" encoding="UTF-8"?>
<metrics>
  <group name="logic_synthesis">
    <metric name="synth_largest_type_area_fraction" unit="%">51.8</metric>
    <metric name="synthFlopType" unit="">dfrtp_1</metric>
    <metric name="yosys.area.top_type" unit="">dfrtp_1</metric>
    <metric name="syn_area" unit="sq um">13000</metric>
    <metric name="synth_chip_area" unit="sq um">13000</metric>
    <metric name="yosysUniqueCellTypes" unit="">33</metric>
    <metric name="postSynthAreaPerCell" unit="sq um">14.2</metric>
    <metric name="synth-async-reset-ratio" unit="%">100</metric>
    <metric name="enable_flop_cells" unit="">0</metric>
    <metric name="ys_warn_count" unit="">3</metric>
    <metric name="numSynthFlops" unit="">271</metric>
    <metric name="post_synth_inst_count" unit="">916</metric>
    <metric name="yosys-stat-cells" unit="">916</metric>
    <metric name="seq_area_frac_synth" unit="%">52.0</metric>
    <metric name="netlist_top_cells_area" unit="">dfrtp_1 (52%), mux2_2 (21%), mux4_2 (8.6%)</metric>
  </group>
  <group name="flow_run">
    <metric name="drv_cap" unit="">0</metric>
    <metric name="stage_log_warnings" unit="">27</metric>
  </group>
  <group name="clocking">
    <metric name="cts-root-buf" unit="">clkbuf_16</metric>
    <metric name="max_buffers_root_to_sink" unit="">3</metric>
    <metric name="clkLatencyLatePin" unit="ns">0.57</metric>
    <metric name="postCtsSetupBuffers" unit="">0</metric>
    <metric name="clock_sinks" unit="">271</metric>
    <metric name="ctsResizeCount" unit="">0</metric>
    <metric name="cts_tree" unit="">yes</metric>
    <metric name="post_cts_hold_buffer_count" unit="">0</metric>
    <metric name="htree_num_levels" unit="">1</metric>
    <metric name="worst_setup_hold_path_clk_slew" unit="ns">0.06</metric>
    <metric name="tritoncts.num_buffers" unit="">31</metric>
  </group>
  <group name="worst_setup_path">
    <metric name="cpPeakStageDelay" unit="ns">0.57</metric>
    <metric name="setup_crit_path_kind" unit="">primary input to register</metric>
    <metric name="worstPathArrival" unit="ns">11.23</metric>
    <metric name="timing.critical_path.cells" unit="">clkdlybuf4s50_1 &gt; nand2_1 &gt; buf_4 &gt; nand2_1 &gt; mux2_2 &gt; fa_1 &gt; fa_1 &gt; fa_1 &gt; fa_1 &gt; inv_1 &gt; fa_1 &gt; fa_1 &gt; fa_1 &gt; nor2b_1 &gt; o21ai_0 &gt; nand2b_1 &gt; ha_1 &gt; and3_1 &gt; and3_1 &gt; a311oi_4 &gt; buf_4 &gt; or2_2 &gt; o22ai_1</metric>
    <metric name="maximum_net_fanout_on_the_critical_path" unit="">45</metric>
    <metric name="critical_path_cell_with_the_highest_stage_delay" unit="">fa_1</metric>
    <metric name="timing.critical_path.from_type" unit="">primary input</metric>
    <metric name="critPathMostFrequentCell" unit="">fa_1</metric>
    <metric name="worst-path-buf-inv" unit="">4</metric>
    <metric name="worst_ep_required_time" unit="ns">21.11</metric>
    <metric name="critical_path.endpoint_type" unit="">register</metric>
    <metric name="critPathTopFamily" unit="">adder cells</metric>
  </group>
  <group name="min_path">
    <metric name="holdCritPathClass" unit="">register to register</metric>
  </group>
  <group name="timing">
    <metric name="rsz_0062_raised_after_global_routing" unit="">no</metric>
    <metric name="achievable-frequency" unit="MHz">92.4</metric>
    <metric name="timing_worst_slew_pin_value" unit="ns">0.798</metric>
    <metric name="finalSetupViolCount" unit="">0</metric>
    <metric name="final_worst_setup_slack" unit="ns">9.88</metric>
    <metric name="slew_violations" unit="">0</metric>
    <metric name="period_minus_slack" unit="ns">10.82</metric>
    <metric name="post-route-period-util" unit="%">52.3</metric>
    <metric name="fin_worst_skew" unit="ns">0.0132</metric>
    <metric name="totalNegativeSetupSlack" unit="ns">0</metric>
    <metric name="finalHoldViolCount" unit="">0</metric>
    <metric name="relSlewSlack" unit="%">46.8</metric>
  </group>
  <group name="placement">
    <metric name="number_of_buffers_inserted_by_port_buffering" unit="">219</metric>
    <metric name="place.gp.congestion" unit="">0.769</metric>
    <metric name="dpl_cell_area" unit="sq um">15800</metric>
    <metric name="place_worst_setup_slack" unit="ns">9.29</metric>
    <metric name="place_hpwl" unit="microns">20400</metric>
  </group>
  <group name="grt">
    <metric name="grt_first_pass_wirelength" unit="microns">48300</metric>
    <metric name="overflow" unit="">0</metric>
    <metric name="antenna_found_initial" unit="">1</metric>
    <metric name="via_count_of_the_first_global_routing_pass" unit="">8465</metric>
    <metric name="grt_usage" unit="%">14.6</metric>
    <metric name="largest_net_degree_at_the_start_of_global_routing" unit="">87</metric>
  </group>
  <group name="outcome">
    <metric name="run_status" unit="">finished clean</metric>
  </group>
  <group name="die">
    <metric name="chip_area" unit="sq um">44300</metric>
    <metric name="initCoreUtil" unit="%">30.4</metric>
    <metric name="std_cell_rows" unit="">76</metric>
    <metric name="floorplan.core_area" unit="sq um">43000</metric>
    <metric name="fp.dieW" unit="microns">211</metric>
    <metric name="boundaryPins" unit="">220</metric>
    <metric name="die_y" unit="microns">211</metric>
  </group>
  <group name="drt">
    <metric name="antenna_cells_inserted" unit="">0</metric>
    <metric name="drt-initial-drc-count" unit="">339</metric>
    <metric name="postRouteAntennaNets" unit="">0</metric>
    <metric name="via_count" unit="">7945</metric>
    <metric name="detail_route.first_pass.iterations" unit="">4</metric>
    <metric name="routed_wl" unit="microns">30100</metric>
    <metric name="wl_per_cell" unit="microns">17.4</metric>
    <metric name="detail_route.drc_violations" unit="">0</metric>
    <metric name="viasPerCell" unit="">4.58</metric>
  </group>
  <group name="layout">
    <metric name="drive_gt1_share" unit="%">32.2</metric>
    <metric name="mostFrequentLayoutCells" unit="">dfrtp_1 (267), mux2_2 (242), clkdlybuf4s50_1 (218)</metric>
    <metric name="area.growth.synth_to_final" unit="%">28.9</metric>
    <metric name="post_route_core_utilization" unit="%">39.1</metric>
    <metric name="largest_register_ffs" unit="">200</metric>
    <metric name="final_instance_area" unit="sq um">16800</metric>
    <metric name="layout.cells.most_common" unit="">dfrtp_1</metric>
  </group>
</metrics>
routing by layer:
layer	routed length (microns)	vias to the layer above	global-route usage [%]
li1	-	3724	-
met4	606	2	2.37
met1	13400	4019	21.6
met2	14100	153	22.5
met5	13	-	0
met3	1960	47	4.00
through the flow:
step / hold WS [ns] / std cells
CTS: 0.489 / 1733
global route: 0.512 / 1733
global placement: 0.464 / 1681
detailed placement: 0.481 / 1681
finish: 0.478 / 1733
floorplan: 0.430 / 916
synthesized netlist by cell type (13+ instances only):
master / count
a21oi_1: 44
buf_2: 27
clkbuf_1: 15
dfrtp_1: 270
fa_1: 18
ha_1: 13
inv_1: 48
mux2_2: 242
mux4_2: 50
nand2_1: 26
nor2_1: 23
o21ai_0: 29
o22ai_1: 24
xnor2_1: 27
final timing paths:
check	start	cells after the start	slack (ns)	endpoint
hold / removal	filter_out_vld	1	0.48	filter_out_vld
hold reg to reg	filter_out_vld	1	0.48	filter_out_vld
min in group asynchronous	rst_n	1	3.55	filter_win_reg[185]
setup / recovery	filter_in_vld	23	9.88	gen_median_bv_pe[24].u_median_bv_pe_px.bit_elim
setup reg to reg	bit_cnt[0]	23	11.98	gen_median_bv_pe[24].u_median_bv_pe_px.bit_elim
max in group asynchronous	rst_n	3	15.40	filter_win_reg[31]
cell type report:
class                   instances  area (sq um)
repair buffers                234          2310
well taps                     585           732
multi-input cells             543          5800
flip-flops and latches        271          6790
clock buffers                  43           881
inverters                      48           180
clock inverters                 9           125
fillers                      4092         26200
kinds of logic after synthesis:
logic type / count (synthesis) / synth area share, %
adder cells (fa/ha/maj): 31 / 4.01
AND/OR/NAND/NOR: 60 / 1.93
buffers and inverters: 102 / 3.74
flip-flops: 271 / 52.0
multiplexers: 308 / 31.4
XOR/XNOR: 27 / 1.81
AND-OR/OR-AND: 117 / 5.11
